$ cat flow/config.mk
export PLATFORM = sky130hd
export DESIGN_NAME = pooling
export DESIGN_NICKNAME = pooling
export VERILOG_FILES = /design/flow/design.v
export SDC_FILE = /design/flow/constraint.sdc
export NUM_CORES = 4
export LEC_CHECK = 1
export CORE_UTILIZATION = 30
$ cat flow/constraint.sdc
current_design pooling

set clk_period 137.7
set clk_io_pct 0.2

create_clock -name clk0 -period $clk_period [get_ports {clk}]

set non_clock_inputs [all_inputs -no_clocks]
set_input_delay [expr $clk_period * $clk_io_pct] -clock clk0 $non_clock_inputs
set_output_delay [expr $clk_period * $clk_io_pct] -clock clk0 [all_outputs]
$ cat flow/design.v
`timescale 1ns/1ps
module pooling
#(   
  parameter integer OP_WIDTH            = 16,
  parameter integer NUM_COMPARATOR        = 1,
  parameter integer NUM_PE                = 4,
  parameter integer COUNTER_WIDTH         = 4,
  parameter integer KERNEL_SIZE_WIDTH     = 4,
  parameter integer KERNEL_STRIDE_WIDTH   = 2,
  parameter integer ROW_COUNT_WIDTH       = 6,
  parameter integer CTRL_WIDTH            = 7,
  parameter integer CFG_WIDTH             = 3,
  parameter integer STRIDE_WIDTH          = 2,
  parameter integer KERNEL_SIZE_W         = 2
)
(    
  input  wire                             clk,
  input  wire                             reset,
  output wire                             ready,
  input  wire [ CTRL_WIDTH      -1 : 0]   ctrl,
  input  wire [ CFG_WIDTH       -1 : 0]   cfg,
  input  wire [ DATA_IN_WIDTH   -1 : 0]   write_data,
  input  wire                             write_req,
  output wire                             write_ready,
  output wire [ DATA_IN_WIDTH   -1 : 0]   read_data,
  output wire                             read_req,
  input  wire                             read_ready
);
  localparam integer DATA_IN_WIDTH  = OP_WIDTH * NUM_PE;
  localparam integer DATA_OUT_WIDTH = OP_WIDTH * NUM_PE;
  wire                                        _pool_valid;
  reg                                         pool_valid;
  wire                                        row_fifo_mux_sel;
  reg  [ OP_WIDTH             -1 : 0 ]        row_fifo_in;
  wire [ OP_WIDTH             -1 : 0 ]        _row_fifo_in;
  wire [ OP_WIDTH             -1 : 0 ]        row_fifo_out;
  wire signed [ OP_WIDTH             -1 : 0 ]        row_fifo_out_dd;
  reg                                         row_fifo_push;
  wire                                        _row_fifo_push;
  wire                                        row_fifo_pop;
  wire                                        row_fifo_pop_d;
  wire                                        row_fifo_empty;
  wire [ DATA_IN_WIDTH        -1 : 0 ]        pool_fifo_in;
  wire [ DATA_OUT_WIDTH       -1 : 0 ]        pool_fifo_out;
  wire                                        pool_fifo_push;
  wire                                        pool_fifo_pop;
  wire                                        pool_fifo_pop_d;
  wire                                        pool_fifo_empty;
  wire                                        pool_fifo_full;
  wire [ DATA_IN_WIDTH        -1 : 0 ]        sipo_data_out;
  wire signed [ OP_WIDTH             -1 : 0 ]        comp_in_0;
  wire signed [ OP_WIDTH             -1 : 0 ]        comp_in_1;
  wire signed [ OP_WIDTH             -1 : 0 ]        comp_in_2;
  wire signed [ OP_WIDTH             -1 : 0 ]        comp_in_2_d;
  wire signed [ OP_WIDTH             -1 : 0 ]        comp_out_kw2_d;
  wire signed [ OP_WIDTH             -1 : 0 ]        comp_out_kw2;
  wire signed [ OP_WIDTH             -1 : 0 ]        comp_out_kw3;
  wire signed [ OP_WIDTH             -1 : 0 ]        _comp_out_kw2;
  wire signed [ OP_WIDTH             -1 : 0 ]        _comp_out_kw3;
  wire signed [ OP_WIDTH             -1 : 0 ]        current_row_out;
  wire signed [ OP_WIDTH             -1 : 0 ]        next_row_out;
  wire                                        sel;
  wire                                        sel_d;
  wire                                        shift;
  wire                                        pop;
  reg                                         pop_d;
  reg                                         pop_dd;
  wire                                        pool_w_inc;
  wire [ COUNTER_WIDTH        -1 : 0 ]        pool_w_count;
  wire [ COUNTER_WIDTH        -1 : 0 ]        pool_w_max_count;
  wire                                        pool_w_overflow;
  wire                                        pool_h_inc;
  wire [ COUNTER_WIDTH        -1 : 0 ]        pool_h_count;
  wire [ COUNTER_WIDTH        -1 : 0 ]        pool_h_max_count;
  wire                                        pool_h_overflow;
  wire                                        comp_done;
  wire [ STRIDE_WIDTH         -1 : 0 ]        stride;
  wire                                        kernel_size_switch;
  reg  [ DATA_IN_WIDTH        -1 : 0 ]        shifter_data;
  assign ready = !pool_fifo_empty;
  assign pool_fifo_in = write_data;
  assign pool_fifo_push = write_req;
  assign write_ready = !pool_fifo_full;
  assign {
    pool_pad_row,
    _pool_valid,
    row_fifo_mux_sel,
    row_fifo_pop,
    _row_fifo_push,
    pop,
    shift} = ctrl;
  assign pool_fifo_pop = pop && !pool_pad_row;
  fifo#(
    .DATA_WIDTH               ( DATA_IN_WIDTH            ),
    .ADDR_WIDTH               ( 5                        )
  ) pool_fifo (
    .clk                      ( clk                      ),   
    .reset                    ( reset                    ),   
    .push                     ( pool_fifo_push           ),   
    .pop                      ( pool_fifo_pop            ),   
    .data_in                  ( pool_fifo_in             ),   
    .data_out                 ( pool_fifo_out            ),   
    .full                     ( pool_fifo_full           ),   
    .empty                    ( pool_fifo_empty          ),   
    .fifo_count               (                          )    
  );
  assign {kernel_size_switch, stride} = cfg;
  reg pad_row_d;
  reg pad_row_dd;
  always@(posedge clk) pad_row_d <= pool_pad_row;
  always@(posedge clk) pad_row_dd <= pad_row_d;
  always@(posedge clk) pop_d <= pop;
  always@(posedge clk) pop_dd <= pop_d;
  always@(posedge clk)
  begin
    if (reset)
      shifter_data <= 0;
    else if (pad_row_dd)
      shifter_data <= 0;
    else if (pop_dd)
      shifter_data <= pool_fifo_out;
    else if (shift)
      shifter_data <= {pool_fifo_out, shifter_data} >> (stride * OP_WIDTH);
  end
  assign {comp_in_2,
          comp_in_1,
          comp_in_0} = shifter_data[0+:3*OP_WIDTH];
  assign _comp_out_kw2 = comp_in_0 > comp_in_1 ? comp_in_0 : comp_in_1;
  assign _comp_out_kw3 = comp_in_2_d > comp_out_kw2 ? comp_in_2_d : comp_out_kw2;
  register #(1, OP_WIDTH)
  kw2_delay1 (clk, reset, _comp_out_kw2, comp_out_kw2);
  register #(1, OP_WIDTH)
  kw2_delay2 (clk, reset, comp_out_kw2, comp_out_kw2_d);
  register #(1, OP_WIDTH)
  kw3_delay1 (clk, reset, _comp_out_kw3, comp_out_kw3);
  register #(1, OP_WIDTH)
  comp_in_2_delay (clk, reset, comp_in_2, comp_in_2_d);
  register #(2, OP_WIDTH)
  row_fifo_out_delay (clk, reset, row_fifo_out, row_fifo_out_dd);
  assign current_row_out = kernel_size_switch ? comp_out_kw3 : comp_out_kw2_d;
  assign next_row_out = current_row_out > row_fifo_out_dd ?
                        current_row_out : row_fifo_out_dd;
  assign _row_fifo_in = row_fifo_mux_sel ? current_row_out : next_row_out;
  always @(posedge clk)
  begin
    if (reset)
      row_fifo_in <= 0;
    else
      row_fifo_in <= _row_fifo_in;
  end
  always @(posedge clk)
  begin
    if (reset)
      row_fifo_push <= 0;
    else
      row_fifo_push <= _row_fifo_push;
  end
  fifo#(
    .DATA_WIDTH               ( OP_WIDTH                 ),
    .ADDR_WIDTH               ( 7                        )
  ) row_fifo (
    .clk                      ( clk                      ),   
    .reset                    ( reset                    ),   
    .push                     ( row_fifo_push            ),   
    .pop                      ( row_fifo_pop             ),   
    .data_in                  ( row_fifo_in              ),   
    .data_out                 ( row_fifo_out             ),   
    .full                     ( row_fifo_full            ),   
    .empty                    ( row_fifo_empty           ),   
    .fifo_count               (                          )    
  );
  always @(posedge clk)
    if (reset)
      pool_valid <= 1'b0;
    else
      pool_valid <= _pool_valid;
  sipo #(
    .DATA_IN_WIDTH            ( OP_WIDTH                 ),
    .DATA_OUT_WIDTH           ( DATA_OUT_WIDTH           )
  ) sipo_output (
    .clk                      ( clk                      ),
    .reset                    ( reset                    ),
    .enable                   ( pool_valid               ),
    .data_in                  ( row_fifo_in              ),
    .ready                    (                          ),
    .data_out                 ( sipo_data_out            ),
    .out_valid                ( sipo_data_valid          )
  );
  assign read_data = sipo_data_out;
  assign read_req = sipo_data_valid;
endmodule
`timescale 1ns/1ps
module fifo
#(   
    parameter   DATA_WIDTH          = 64,
    parameter   INIT                = "init.mif",
    parameter   ADDR_WIDTH          = 4,
    parameter   RAM_DEPTH           = (1 << ADDR_WIDTH),
    parameter   INITIALIZE_FIFO     = "no",
    parameter   TYPE                = "MLAB"
)(   
    input  wire                         clk,
    input  wire                         reset,
    input  wire                         push,
    input  wire                         pop,
    input  wire [ DATA_WIDTH -1 : 0 ]   data_in,
    output reg  [ DATA_WIDTH -1 : 0 ]   data_out,
    output reg                          empty,
    output reg                          full,
    output reg  [ ADDR_WIDTH    : 0 ]   fifo_count
);
reg     [ADDR_WIDTH-1:0]        wr_pointer;              
reg     [ADDR_WIDTH-1:0]        rd_pointer;              
reg     [DATA_WIDTH-1:0]        mem[0:RAM_DEPTH-1] ;      
initial begin
  if (INITIALIZE_FIFO == "yes") begin
    $readmemh(INIT, mem, 0, RAM_DEPTH-1);
  end
end
always @ (fifo_count)
begin : FIFO_STATUS
  empty   = (fifo_count == 0);
  full    = (fifo_count == RAM_DEPTH);
end
always @ (posedge clk)
begin : FIFO_COUNTER
  if (reset)
    fifo_count <= 0;
  else if (push && (!pop||pop&&empty) && !full)
    fifo_count <= fifo_count + 1;
  else if (pop && (!push||push&&full) && !empty)
    fifo_count <= fifo_count - 1;
end
always @ (posedge clk)
begin : WRITE_PTR
  if (reset) begin
    wr_pointer <= 0;
  end
  else if (push && !full) begin
    wr_pointer <= wr_pointer + 1;
  end
end
always @ (posedge clk)
begin : READ_PTR
  if (reset) begin
    rd_pointer <= 0;
  end
  else if (pop && !empty) begin
    rd_pointer <= rd_pointer + 1;
  end
end
always @ (posedge clk)
begin : WRITE
  if (push & !full) begin
    mem[wr_pointer] <= data_in;
  end
end
always @ (posedge clk)
begin : READ
  if (reset) begin
    data_out <= 0;
  end
  if (pop && !empty) begin
    data_out <= mem[rd_pointer];
  end
  else begin
    data_out <= data_out;
  end
end
endmodule
`timescale 1ns/1ps
module register #(
    parameter NUM_STAGES = 2,
    parameter DATA_WIDTH = 2
)(
    input  wire                  CLK,
    input  wire                  RESET,
    input  wire [DATA_WIDTH-1:0] DIN,
    output wire [DATA_WIDTH-1:0] DOUT
);
genvar i;
generate
if (NUM_STAGES == 0) 
begin
    assign DOUT = DIN;
end 
else if (NUM_STAGES > 0) 
begin
    reg [NUM_STAGES*DATA_WIDTH-1:0] din_delay;
    always @(posedge CLK)
    begin
        if(RESET)
        begin
            din_delay[DATA_WIDTH-1:0] <= 0;
        end else
        begin
            din_delay[DATA_WIDTH-1:0] <= DIN;
        end
    end
    for (i=1; i<NUM_STAGES; i=i+1)
    begin : REGISTER_STAGES
        always @(posedge CLK)
        begin
            if(RESET)
            begin
                din_delay[i*DATA_WIDTH+:DATA_WIDTH] <= 0;
            end else
            begin
                din_delay[i*DATA_WIDTH+:DATA_WIDTH] <= din_delay[(i-1)*DATA_WIDTH+:DATA_WIDTH];
            end
        end
    end
    assign DOUT = din_delay[(NUM_STAGES-1)*DATA_WIDTH+:DATA_WIDTH];
end
endgenerate
endmodule
`timescale 1ns/1ps
  function integer ceil_a_by_b;
    input integer a;
    input integer b;
    integer c;
    begin
      c = a < b ? 1 : a % b == 0 ? a/b : a/b+1;
      ceil_a_by_b = c;
    end
  endfunction
  function integer floor_a_by_b;
    input integer a;
    input integer b;
    integer c;
    begin
      c = a < b ? 0 : a/b;
      floor_a_by_b = c;
    end
  endfunction
module sipo
#(  
    parameter  DATA_IN_WIDTH  = 16,
    parameter  DATA_OUT_WIDTH = 64
)(  
    input  wire                         clk,
    input  wire                         reset,
    input  wire                         enable,
    input  wire [DATA_IN_WIDTH -1 : 0]  data_in,
    output wire                         ready,
    output wire [DATA_OUT_WIDTH -1 : 0] data_out,
    output wire                         out_valid
);
    localparam integer NUM_SHIFTS = DATA_OUT_WIDTH / DATA_IN_WIDTH;
    localparam integer SHIFT_COUNT_WIDTH = (
(NUM_SHIFTS) <= (1<<0) ? 0 : (NUM_SHIFTS) <= (1<<1) ? 1 :
(NUM_SHIFTS) <= (1<<2) ? 2 : (NUM_SHIFTS) <= (1<<3) ? 3 :
(NUM_SHIFTS) <= (1<<4) ? 4 : (NUM_SHIFTS) <= (1<<5) ? 5 :
(NUM_SHIFTS) <= (1<<6) ? 6 : (NUM_SHIFTS) <= (1<<7) ? 7 :
(NUM_SHIFTS) <= (1<<8) ? 8 : (NUM_SHIFTS) <= (1<<9) ? 9 :
(NUM_SHIFTS) <= (1<<10) ? 10 : (NUM_SHIFTS) <= (1<<11) ? 11 :
(NUM_SHIFTS) <= (1<<12) ? 12 : (NUM_SHIFTS) <= (1<<13) ? 13 :
(NUM_SHIFTS) <= (1<<14) ? 14 : (NUM_SHIFTS) <= (1<<15) ? 15 :
(NUM_SHIFTS) <= (1<<16) ? 16 : (NUM_SHIFTS) <= (1<<17) ? 17 :
(NUM_SHIFTS) <= (1<<18) ? 18 : (NUM_SHIFTS) <= (1<<19) ? 19 :
(NUM_SHIFTS) <= (1<<20) ? 20 : (NUM_SHIFTS) <= (1<<21) ? 21 :
(NUM_SHIFTS) <= (1<<22) ? 22 : (NUM_SHIFTS) <= (1<<23) ? 23 :
(NUM_SHIFTS) <= (1<<24) ? 24 : (NUM_SHIFTS) <= (1<<25) ? 25 :
(NUM_SHIFTS) <= (1<<26) ? 26 : (NUM_SHIFTS) <= (1<<27) ? 27 :
(NUM_SHIFTS) <= (1<<28) ? 28 : (NUM_SHIFTS) <= (1<<29) ? 29 :
(NUM_SHIFTS) <= (1<<30) ? 30 : (NUM_SHIFTS) <= (1<<31) ? 31 : 32)+1;
  wire                                        parallel_load;
  wire                                        parallel_load_d;
  reg  [ SHIFT_COUNT_WIDTH    -1 : 0 ]        shift_count;
  reg  [ DATA_OUT_WIDTH       -1 : 0 ]        shift;
    assign parallel_load = shift_count == NUM_SHIFTS;
    assign ready = 1'b1;
    assign out_valid = !parallel_load_d && parallel_load;
    assign data_out = shift;
    always @(posedge clk)
    begin: SHIFTER_COUNT
      if (reset)
        shift_count <= 0;
      else
      begin
        if (enable && !out_valid)
          shift_count <= shift_count + 1;
        else if (enable && out_valid)
          shift_count <= 1;
        else if (out_valid)
          shift_count <= 0;
      end
    end
    always @(posedge clk)
    begin: DATA_SHIFT
      if (reset)
        shift <= 0;
      else if (enable) begin
        if (DATA_OUT_WIDTH == DATA_IN_WIDTH)
          shift <={data_in};
        else
          shift <= {data_in, shift[DATA_OUT_WIDTH-1:DATA_IN_WIDTH]};
      end
    end
    register #(
      .NUM_STAGES               ( 1                        ),
      .DATA_WIDTH               ( 1                        )
    ) push_delay (
      .CLK                      ( clk                      ),
      .RESET                    ( reset                    ),
      .DIN                      ( parallel_load            ),
      .DOUT                     ( parallel_load_d          )
    );
endmodule
$ cat flow/run.sh
#!/bin/bash
# OpenROAD 26Q1-2900-gdf79404cd8, Yosys 0.63+post, stock flow scripts
make -C /OpenROAD-flow-scripts/flow DESIGN_CONFIG=/design/flow/config.mk WORK_HOME=/design/flow/orfs finish
==> out/results.txt <==
Crit Reg-Reg Endpoint: row_fifo.data_out[6]
sw frac: 23.6%
max incr delay on CP: 550 ps
Buf/Inv on CP: 3
status: finished clean
Critical Path Start Type: flip-flop
DRT Wirelength: 423000 um
r2r setup slk: 132460 ps
Design Area, Final: 199000 um^2
main flop type: edfxtp_1
P&R area growth vs syn: 15.2%
DR WL/cell: 25.7 um
Resized cells post-CTS: 0
fin util: 34.7%
cell count listed in synth_stat.txt: 7991
tool warning count: 31
clk ins delay skew pair: 1020 ps
Die Span X: 760 um
crit end category: output port
synthesized cell area: 173000 um^2
die height: 760 um
RSZ-0062 raised after global routing: no
Worst-path clk slew: 60 ps
share of cells above drive strength 1: 27.4%
HP Class: reg2reg
DIE AREA: 578000 um^2
gpl congestion: 0.860
Synth warnings: 10
Syn Area/Cell: 21.6 um^2
worst vdd ir: 0.0127 mV
Area after DPL: 185000 um^2
Hold Path Cell Cnt: 0
Final Skew: 61.6 ps
CTS Sinks: 4464
placed cell count: 15700
I/O Buffers: 143
core area: 573000 um^2
num rows: 278
ys async rst share: 0%
Worst Max-Slew Pin Slew: 1130 ps
Int Power: 2.38 mW
Synth cell types: 77
Worst Reg-to-Reg Cells: 9
overall power: 3.11 mW
IO Pins: 145
crit path kind: reg2out
initial antenna violation count: 29
GRT Total Usage: 15.5%
LEAKAGE: 60.7 nW
pre-CTS setup slack: 106250 ps
Synth area leader: edfxtp_1
Period minus WS final: 30490 ps
vias per cell: 4.93
Crit path arrival time: 2950 ps
Sw Pwr: 0.735 mW
pins over their slew limit: 0
crit path DRT: 110160 ps
Synth Instances: 7991
CTS Hold Bufs: 0
Post-synth seq share: 76.0%
max-cap viol count: 0
number of enable flip-flop cells: 4176
Cell Count, Final, Fillers Out: 16500
yosys stat area: 173000 um^2
number of global-route vias before repair: 90200
largest fanout on the critical path: 4
final setup TNS: 0 ps
Comb pwr share: 13.3%
GRT overflow: 0
Synth Register Bits: 4464
Fin Hold WS: 326 ps
Area leader share: 72.7%
crit-path leading delay family: buffers and inverters
logic area: 39200 um^2
Fin. Hold Viols: 0
iteration tally of the first detailed-router pass: 7
Max Fclk: 32.8 MHz
count of final setup violators: 0
pwr dens: 15.7 nW/um^2
Rel. slew slack: 22.7%
Longest Clk Path Bufs: 4
htree depth: 5
FP Core Util: 30.1%
Tcrit/Tclk final: 22.1%
Root Buffer: clkbuf_16
Register Area: 131000 um^2
Top area cell types: edfxtp_1 (73%), mux4_2 (15%), dfxtp_1 (3.3%), mux2i_1 (1.7%), nor2_1 (1.2%)
Clk network pwr share: 37.4%
Detailed Route Iter0 Violations: 5207
final antenna-violating net count: 0
postcts setup bufs: 0
min-delay src: pop_d
post-layout worst setup margin: 107210 ps
CTS buffer count: 432
Vias: 81200
CTS tree: yes
RR Startpoint: row_fifo.rd_pointer[0]
largest net degree at the start of global routing: 80
DRC: 0
Filler Cells Inserted: 51500
sink of the worst hold path: pop_dd
crit-path cells: or4_1 -> nor3_1 -> buf_4 -> inv_1 -> clkdlybuf4s50_1
Reg power frac: 49.3%
CP max-delay cell: or4_1
Detail Placement HPWL: 242000 um
first-pass GRT wire length: 614000 um
[power groups by stage]
stage	combinational [mW]	sequential, mW	clock (mW)
4_1_cts	0.425	1.53	1.19
5_1_grt	0.448	1.54	1.24
6_report	0.414	1.53	1.16
[synth_stat cells (61+ instances only)]
master and number:
mux2_2 148, dfxtp_1 288, clkbuf_1 218, a21oi_1 204
mux4_2 1180, nand2_1 76, inv_1 61, nor2b_1 106
ha_1 67, edfxtp_1 4176, mux2i_1 286, nor2_1 544
buf_2 119
[worst max path at each step]
stage         cells past startpoint                     from  endpoint
finish                            5  pool_fifo.fifo_count[1]     ready
global route                      5  pool_fifo.fifo_count[1]     ready
CTS                               5  pool_fifo.fifo_count[1]     ready
[area by class of cell]
type                            count  area share [%]
Tap cell                         7560            4.76
Clock inverter                    231            1.16
Timing Repair Buffer              562            2.36
Sequential cell                  4464            66.1
Inverter                           63           0.120
Clock buffer                      566            5.84
Multi-Input combinational cell   3021            19.7
Antenna cell                        2         0.00252
[flip-flops by register name, indices dropped and copies added (netlist names), 7 cells and up]
| name | flops |
|---|---|
| comp_in_2_delay.genblk1.genblk1.din_delay | 16 |
| kw2_delay1.genblk1.genblk1.din_delay | 16 |
| kw2_delay2.genblk1.genblk1.din_delay | 16 |
| kw3_delay1.genblk1.genblk1.din_delay | 16 |
| pool_fifo.data_out | 64 |
| pool_fifo.mem | 2048 |
| row_fifo.data_out | 16 |
| row_fifo.fifo_count | 8 |
| row_fifo.mem | 2048 |
| row_fifo.rd_pointer | 7 |
| row_fifo.wr_pointer | 7 |
| row_fifo_in | 16 |
| row_fifo_out_delay.genblk1.genblk1.din_delay | 32 |
| shifter_data | 64 |
| sipo_output.shift | 64 |
[cells by family (layout without fill, tap and decap cells)]
logic type      Yosys count  count (layout)  synth area share (%)
flops                  4464            4464                  76.0
mux                    1616            1616                  18.1
simple gates            856             856                  2.19
buf+inv                 506            1422                  1.41
compound gates          452             452                  1.65
fa+ha+maj                69              69                 0.509
xor+xnor                 28              28                 0.142
other cells               0               2                     0
[layout by cell type, fill, tap and decap left out, types with 38 or more instances in the layout]
| master | n |
|---|---|
| clkdlybuf4s50_1 | 139 |
| clkinv_1 | 74 |
| a22oi_1 | 41 |
| a211oi_1 | 55 |
| buf_4 | 411 |
| nand2b_1 | 42 |
| nor2b_1 | 105 |
| nor2_1 | 511 |
| mux4_2 | 1180 |
| ha_1 | 67 |
| a21oi_1 | 204 |
| nand2_1 | 76 |
| clkbuf_1 | 109 |
| clkinv_2 | 77 |
| dfxtp_1 | 260 |
| mux2i_1 | 286 |
| inv_1 | 61 |
| mux2_2 | 148 |
| clkbuf_16 | 438 |
| edfxtp_1 | 4176 |
| bufinv_16 | 38 |
[layer usage]
| layer | part of all wire [%] | global-route usage, % | vias up |
|---|---|---|---|
| met1 | 31 | 15.8 | 40500 |
| met2 | 48 | 23.9 | 5486 |
| met4 | 3.5 | 4.25 | 33 |
| met5 | 0.078 | 0.306 | - |
| met3 | 18 | 13.1 | 814 |
| li1 | - | - | 34300 |
Power and IR drop assume default switching activity.
