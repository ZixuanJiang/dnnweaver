==> ./run.sh <==
#!/bin/bash
# OpenROAD 26Q1-2900-gdf79404cd8, Yosys 0.63+post, stock flow scripts
make -C /OpenROAD-flow-scripts/flow DESIGN_CONFIG=/design/flow/config.mk WORK_HOME=/design/flow/orfs finish
==> ./config.mk <==
export PLATFORM = sky130hd
export DESIGN_NAME = weight_buffer
export DESIGN_NICKNAME = weight_buffer
export VERILOG_FILES = /design/flow/design.v
export SDC_FILE = /design/flow/constraint.sdc
export NUM_CORES = 4
export LEC_CHECK = 1
export CORE_UTILIZATION = 30
==> ./constraint.sdc <==
current_design weight_buffer

set clk_period 27.2
set clk_io_pct 0.2

create_clock -name clk0 -period $clk_period [get_ports {clk}]

set non_clock_inputs [all_inputs -no_clocks]
set_input_delay [expr $clk_period * $clk_io_pct] -clock clk0 $non_clock_inputs
set_output_delay [expr $clk_period * $clk_io_pct] -clock clk0 [all_outputs]
==> ./design.v <==
`timescale 1ns/1ps
  function integer ceil_a_by_b;
    input integer a;
    input integer b;
    integer c;
    begin
      c = a < b ? 1 : a % b == 0 ? a/b : a/b+1;
      ceil_a_by_b = c;
    end
  endfunction
  function integer floor_a_by_b;
    input integer a;
    input integer b;
    integer c;
    begin
      c = a < b ? 0 : a/b;
      floor_a_by_b = c;
    end
  endfunction
module weight_buffer
#(   
  parameter integer RD_WIDTH      = 16,
  parameter integer WR_WIDTH      = 64,
  parameter integer RD_ADDR_WIDTH = 7,
  parameter integer WR_ADDR_WIDTH = 5
)
(    
  input  wire                           clk,
  input  wire                           reset,
  input  wire                           read_req,
  output reg  [ RD_WIDTH      -1 : 0 ]  read_data,
  input  wire [ RD_ADDR_WIDTH -1 : 0 ]  read_addr,
  input  wire                           write_req,
  input  wire [ WR_WIDTH      -1 : 0 ]  write_data,
  input  wire [ WR_ADDR_WIDTH -1 : 0 ]  write_addr
);
  localparam integer MEM_WIDTH      = WR_WIDTH;
  localparam integer MEM_ADDR_WIDTH = WR_ADDR_WIDTH;
  localparam integer MUX_SEL_WIDTH  = (
(WR_WIDTH/RD_WIDTH) <= (1<<0) ? 0 : (WR_WIDTH/RD_WIDTH) <= (1<<1) ? 1 :
(WR_WIDTH/RD_WIDTH) <= (1<<2) ? 2 : (WR_WIDTH/RD_WIDTH) <= (1<<3) ? 3 :
(WR_WIDTH/RD_WIDTH) <= (1<<4) ? 4 : (WR_WIDTH/RD_WIDTH) <= (1<<5) ? 5 :
(WR_WIDTH/RD_WIDTH) <= (1<<6) ? 6 : (WR_WIDTH/RD_WIDTH) <= (1<<7) ? 7 :
(WR_WIDTH/RD_WIDTH) <= (1<<8) ? 8 : (WR_WIDTH/RD_WIDTH) <= (1<<9) ? 9 :
(WR_WIDTH/RD_WIDTH) <= (1<<10) ? 10 : (WR_WIDTH/RD_WIDTH) <= (1<<11) ? 11 :
(WR_WIDTH/RD_WIDTH) <= (1<<12) ? 12 : (WR_WIDTH/RD_WIDTH) <= (1<<13) ? 13 :
(WR_WIDTH/RD_WIDTH) <= (1<<14) ? 14 : (WR_WIDTH/RD_WIDTH) <= (1<<15) ? 15 :
(WR_WIDTH/RD_WIDTH) <= (1<<16) ? 16 : (WR_WIDTH/RD_WIDTH) <= (1<<17) ? 17 :
(WR_WIDTH/RD_WIDTH) <= (1<<18) ? 18 : (WR_WIDTH/RD_WIDTH) <= (1<<19) ? 19 :
(WR_WIDTH/RD_WIDTH) <= (1<<20) ? 20 : (WR_WIDTH/RD_WIDTH) <= (1<<21) ? 21 :
(WR_WIDTH/RD_WIDTH) <= (1<<22) ? 22 : (WR_WIDTH/RD_WIDTH) <= (1<<23) ? 23 :
(WR_WIDTH/RD_WIDTH) <= (1<<24) ? 24 : (WR_WIDTH/RD_WIDTH) <= (1<<25) ? 25 :
(WR_WIDTH/RD_WIDTH) <= (1<<26) ? 26 : (WR_WIDTH/RD_WIDTH) <= (1<<27) ? 27 :
(WR_WIDTH/RD_WIDTH) <= (1<<28) ? 28 : (WR_WIDTH/RD_WIDTH) <= (1<<29) ? 29 :
(WR_WIDTH/RD_WIDTH) <= (1<<30) ? 30 : (WR_WIDTH/RD_WIDTH) <= (1<<31) ? 31 : 32);
  reg  [ MEM_WIDTH      -1 : 0 ] mem [ 0 : (1<<WR_ADDR_WIDTH) - 1 ];
  reg  [ MEM_WIDTH      -1 : 0 ] mem_out;
  reg  [ MUX_SEL_WIDTH  -1 : 0 ] mux_sel, mux_sel_d;
  reg  [ WR_ADDR_WIDTH  -1 : 0 ] mem_addr;
  reg                            read_req_d, read_req_dd;
  wire [ 1024           -1 : 0 ] GND = 1024'd0;
  integer ii, jj;
  reg [WR_WIDTH-1:0] tmp;
  initial begin
    for (ii=0; ii<1<<WR_ADDR_WIDTH; ii=ii+1)
    begin
      tmp = 0;
      for (jj=1<<(RD_ADDR_WIDTH-WR_ADDR_WIDTH); jj > -1; jj=jj-1)
      begin
        tmp = (tmp << RD_WIDTH) + (ii*(1<<(RD_ADDR_WIDTH - WR_ADDR_WIDTH)) + jj);
        mem [ii] = tmp;
      end
    end
  end
  always @(posedge clk)
  begin: MEM_ADDR_GEN
    if (reset)
      {mem_addr, mux_sel} <= 'b0;
    else if (read_req)
      {mem_addr, mux_sel} <= read_addr;
  end
  always @(posedge clk)
    read_req_d <= read_req;
  always @(posedge clk)
    read_req_dd <= read_req_d;
  always @(posedge clk)
  begin: MEM_READ
    if (reset)
      mem_out <= GND[MEM_WIDTH-1:0];
    else if (read_req_d)
      mem_out <= mem[mem_addr];
  end
  always @(posedge clk)
    mux_sel_d <= mux_sel;
  always @(posedge clk)
  begin: MUX_READ
    read_data <= mem_out[mux_sel_d*RD_WIDTH+:RD_WIDTH];
  end
  always @(posedge clk)
  begin: WRITE
    if (write_req)
    begin
      mem[write_addr] <= write_data;
    end
  end
endmodule
==> job_summary.md <==
### Yosys + OpenROAD results

| Metric | Value |
|---|---|
| First-pass GRT wire length | `301000 µm` |
| FP Core Util | `0.302` |
| Total core area | `between 200000 and 300000 µm²` |
| Leakage power | `28.1 nW` |
| Clock Power Share | `0.414` |
| R2r endpoint | `mem_out[44]` |
| Cell Count, Final, Fillers Out | `7618` |
| RSZ-0062 raised after global routing | `no` |
| Clock Pin Slew Worst Setup and Hold Paths | `60 ps` |
| Dominant cell area share | `0.760` |
| Cell Type Count | `37` |
| Vias | `38300` |
| Mapped Area | `80900 µm²` |
| DR iter-0 viols | `2334` |
| Clk Latency, worst-skew pair | `850 ps` |
| Highest routed layer | `met5` |
| Origin of the worst setup path | `write_req` |
| GRT overflow | `0` |
| GPL Wtd Cong | `0.855` |
| Setup violations, final | `0` |
| Switch share | `0.215` |
| GRT Util Overall | `0.166` |
| Hold buffers post-CTS | `0` |
| FMAX | `0.130 GHz` |
| Internal | `0.00544 W` |
| Setup TNS | `0 ps` |
| Post-synth seq share | `0.782` |
| Fin crit share | `0.282` |
| Crit Path Class | `input port to flop` |
| Root Buffer Master | `clkbuf_16` |
| CP startpoint kind | `input port` |
| IO Count | `96` |
| Maximum vdd drop | `roughly 56 µV` |
| Pins Over Slew Limit | `0` |
| PwrDens | `74.0 nW/µm²` |
| First-pass detailed-route iteration total | `7` |
| Post-Route Skew | `between 40 and 50 ps` |
| Initial antenna violation count | `14` |
| Syn avg cell area | `22.5 µm²` |
| Post_cts resized | `0` |
| Worst Setup End Kind | `flop` |
| Synth warnings | `1` |
| FF-to-FF Start | `mem_addr[1]` |
| Rows | `190` |
| CTS tree | `done` |
| Worst-Margin Slew | `895 ps` |
| Combinational share of power | `0.054` |
| Fillcell total | `between 20000 and 25000` |
| Number of cells on the worst reg-to-reg path | `8` |
| OpenROAD warning count | `26` |
| Met2 WL | `98900 µm` |
| Post-CTS setup buffer count | `0` |
| Avg WL per Cell | `27.3 µm` |
| Post-synth regs | `2138` |
| DRC violations left | `0` |
| Largest net degree at the start of global routing | `63` |
| Width of the chip | `between 500 and 600 µm` |
| Crit Path Max Fanout | `37` |
| Top cells, area | `edfxtp_1, mux4_2, dfxtp_1` |
| PortBufs | `95` |
| Ys cells | `3593` |
| Final hold violations | `0` |
| Placed Instances | `7225` |
| Height of the die | `around 520 µm` |
| Synth area leader | `edfxtp_1` |
| WL met1 | `68700 µm` |
| Clock buffer count from CTS | `between 200 and 250` |
| Hold WC Path Type | `flop to flop` |
| Yosys stat area | `around 81000 µm²` |
| DR WL met3 | `34500 µm` |
| Vias in the first global route | `42900` |
| Outcome | `complete, no violations` |
| Worst setup path end | `mem[0][41]` |
| Slew HR | `0.386` |
| Flop pwr share | `0.532` |
| Max cap viols | `0` |
| Final Hold Slack | `349 ps` |
| Mapped Cells | `roughly 3600` |
| Total Wirelength | `208000 µm` |
| Clock sinks | `about 2100` |
| Clk buf depth | `3` |
| Area growth, synth to finish | `15.9%` |
| # H-tree levels | `4` |
| Period minus WS final | `between 7000 and 8000 ps` |
| Share of cells above drive strength 1 | `0.263` |
| HPWL after DPL | `123000 µm` |
| Mean number of vias per cell | `around 5.0` |
| Antenna-violating nets left | `0` |
| WP data arrival | `roughly 8100 ps` |
| Critical path data required time | `approximately 28000 ps` |
| Die area | `between 200000 and 300000 µm²` |
| Psw | `0.00149 W` |
| Worst reg-to-reg setup slack | `22480 ps` |
-- cells in the final DEF (no fill, tap or decap), types with 5 or more instances in the layout --
cell	n
a21o_1	5
o21ai_0	72
nand2_1	28
o41a_1	10
clkinv_2	37
inv_16	6
a21oi_1	54
or4_1	31
a211o_1	39
o31ai_1	8
clkbuf_1	50
bufinv_16	20
clkinv_1	47
buf_4	190
nor2b_1	20
clkbuf_8	5
dfxtp_1	83
o2bb2ai_1	10
nor2_4	32
nand3b_1	9
clkbuf_16	212
o22ai_1	124
nand2b_1	20
nor2_1	102
a2111oi_2	10
dfxtp_4	5
clkdlybuf4s50_1	94
o221ai_1	20
edfxtp_1	2048
a211oi_1	15
mux2i_1	101
mux4_2	518
-- cell type report --
class                   count  area [µm²]  share of cell area
repair buffers            286        2410              0.0257
flip-flops and latches   2138       63300               0.675
clock buffers             267        5560              0.0593
clock inverters           124        1260              0.0134
diodes                      2        5.00           0.0000534
inverters                   1        3.75           0.0000400
multi-input cells        1248       16700               0.179
well taps                3552        4440              0.0474
-- routing by layer --
| metal | vias to the layer above | global-route usage |
|---|---|---|
| met5 | - | 0.00105 |
| met1 | 19600 | 0.188 |
| met4 | 20 | 0.0384 |
| met3 | 337 | 0.127 |
| li1 | 15900 | - |
| met2 | 2404 | 0.251 |
-- critical path, stage by stage --
cell             delay (ps)
clkdlybuf4s50_1         600
or3b_2                  710
nor2_4                  170
buf_4                   500
buf_4                   650
-- stage by stage --
stage	utilization	setup WS, ps	instance area (µm²)	total power, W
3_3_place_gp	0.324	18690	86900	0.00414
4_1_cts	0.350	19550	93700	0.00699
6_report	0.350	19530	93700	0.00693
3_5_place_dp	0.324	18660	86900	0.00414
2_1_floorplan	-	17940	80900	0.00395
5_1_grt	0.350	19480	93700	0.00714
-- registers in the layout, summed over array words and instances (netlist names) --
name and cells:
mux_sel 2, mem_out 64, read_req_d 1, mem_addr 5
mux_sel_d 2, read_data 16, mem 2048
-- how the worst min path moves through the flow --
stage	start	endpoint	slack (ps)	cells past startpoint
6_report	mux_sel[1]	mux_sel_d[1]	350	0
5_1_grt	mux_sel[1]	mux_sel_d[1]	360	0
4_1_cts	mux_sel[1]	mux_sel_d[1]	350	0
-- cell families (layout without fill, tap and decap cells) --
group | count (synthesis) | after routing | synth area share
mux | 619 | 619 | 0.157
simple gates | 262 | 262 | 0.0161
compound gates | 367 | 367 | 0.0307
flops | 2138 | 2138 | 0.782
buf+inv | 207 | 678 | 0.0141
other cells | 0 | 2 | 0
-- synthesized netlist by cell type (all sizes together) --
| cell | n |
|---|---|
| edfxtp | 2048 |
| o41a | 10 |
| o221ai | 20 |
| or4bb | 1 |
| o2bb2ai | 10 |
| nand3b | 10 |
| a21o | 5 |
| dfxtp | 90 |
| o22ai | 124 |
| a211oi | 15 |
| mux2i | 101 |
| nand2 | 29 |
| mux4 | 518 |
| o31ai | 8 |
| a21oi | 54 |
| and2 | 1 |
| nor2 | 135 |
| o21ai | 72 |
| or3b | 4 |
| nor2b | 22 |
| a2111oi | 10 |
| nand3 | 5 |
| clkbuf | 72 |
| or2 | 1 |
| or4b | 1 |
| buf | 134 |
| or4 | 31 |
| clkinv | 1 |
| nand2b | 21 |
| a211o | 39 |
| or3 | 1 |
-- power by group through the flow --
stage                 logic, W  clock network (W)  registers [W]
final                 0.000377            0.00287        0.00369
after global routing  0.000406            0.00304        0.00369
after CTS             0.000385            0.00292        0.00369
Power and IR drop assume default switching activity.
