## flow/design.v

```verilog
`timescale 1ns/1ps
module counter #(
    parameter COUNT_WIDTH               = 3
)
(
    input  wire                         CLK,
    input  wire                         RESET,
    input  wire                         CLEAR,
    input  wire [COUNT_WIDTH-1    : 0]  DEFAULT,
    input  wire                         INC,
    input  wire                         DEC,
    input  wire [COUNT_WIDTH-1    : 0]  MIN_COUNT,
    input  wire [COUNT_WIDTH-1    : 0]  MAX_COUNT,
    output wire                         OVERFLOW,
    output wire                         UNDERFLOW,
    output reg  [COUNT_WIDTH-1    : 0]  COUNT
);
    assign OVERFLOW = (COUNT == MAX_COUNT);
    assign UNDERFLOW = (COUNT == MIN_COUNT);
    always @ (posedge CLK)
    begin : COUNTER
        if (RESET)
            COUNT <= 0;
        else if (CLEAR)
            COUNT <= DEFAULT;
        else if (INC && !DEC) begin
            if (!OVERFLOW)
                COUNT <= COUNT + 1'b1;
            else if (OVERFLOW)
                COUNT <= MIN_COUNT;
        end
        else if (DEC && !INC) begin
            if (!UNDERFLOW)
                COUNT <= COUNT - 1'b1;
            else if (UNDERFLOW)
                COUNT <= MAX_COUNT;
        end
    end
endmodule
`timescale 1ns/1ps
module fifo
#(   
    parameter   DATA_WIDTH          = 64,
    parameter   INIT                = "init.mif",
    parameter   ADDR_WIDTH          = 4,
    parameter   RAM_DEPTH           = (1 << ADDR_WIDTH),
    parameter   INITIALIZE_FIFO     = "no",
    parameter   TYPE                = "MLAB"
)(   
    input  wire                         clk,
    input  wire                         reset,
    input  wire                         push,
    input  wire                         pop,
    input  wire [ DATA_WIDTH -1 : 0 ]   data_in,
    output reg  [ DATA_WIDTH -1 : 0 ]   data_out,
    output reg                          empty,
    output reg                          full,
    output reg  [ ADDR_WIDTH    : 0 ]   fifo_count
);
reg     [ADDR_WIDTH-1:0]        wr_pointer;              
reg     [ADDR_WIDTH-1:0]        rd_pointer;              
reg     [DATA_WIDTH-1:0]        mem[0:RAM_DEPTH-1] ;      
initial begin
  if (INITIALIZE_FIFO == "yes") begin
    $readmemh(INIT, mem, 0, RAM_DEPTH-1);
  end
end
always @ (fifo_count)
begin : FIFO_STATUS
  empty   = (fifo_count == 0);
  full    = (fifo_count == RAM_DEPTH);
end
always @ (posedge clk)
begin : FIFO_COUNTER
  if (reset)
    fifo_count <= 0;
  else if (push && (!pop||pop&&empty) && !full)
    fifo_count <= fifo_count + 1;
  else if (pop && (!push||push&&full) && !empty)
    fifo_count <= fifo_count - 1;
end
always @ (posedge clk)
begin : WRITE_PTR
  if (reset) begin
    wr_pointer <= 0;
  end
  else if (push && !full) begin
    wr_pointer <= wr_pointer + 1;
  end
end
always @ (posedge clk)
begin : READ_PTR
  if (reset) begin
    rd_pointer <= 0;
  end
  else if (pop && !empty) begin
    rd_pointer <= rd_pointer + 1;
  end
end
always @ (posedge clk)
begin : WRITE
  if (push & !full) begin
    mem[wr_pointer] <= data_in;
  end
end
always @ (posedge clk)
begin : READ
  if (reset) begin
    data_out <= 0;
  end
  if (pop && !empty) begin
    data_out <= mem[rd_pointer];
  end
  else begin
    data_out <= data_out;
  end
end
endmodule
`timescale 1ns/1ps
module register #(
    parameter NUM_STAGES = 2,
    parameter DATA_WIDTH = 2
)(
    input  wire                  CLK,
    input  wire                  RESET,
    input  wire [DATA_WIDTH-1:0] DIN,
    output wire [DATA_WIDTH-1:0] DOUT
);
genvar i;
generate
if (NUM_STAGES == 0) 
begin
    assign DOUT = DIN;
end 
else if (NUM_STAGES > 0) 
begin
    reg [NUM_STAGES*DATA_WIDTH-1:0] din_delay;
    always @(posedge CLK)
    begin
        if(RESET)
        begin
            din_delay[DATA_WIDTH-1:0] <= 0;
        end else
        begin
            din_delay[DATA_WIDTH-1:0] <= DIN;
        end
    end
    for (i=1; i<NUM_STAGES; i=i+1)
    begin : REGISTER_STAGES
        always @(posedge CLK)
        begin
            if(RESET)
            begin
                din_delay[i*DATA_WIDTH+:DATA_WIDTH] <= 0;
            end else
            begin
                din_delay[i*DATA_WIDTH+:DATA_WIDTH] <= din_delay[(i-1)*DATA_WIDTH+:DATA_WIDTH];
            end
        end
    end
    assign DOUT = din_delay[(NUM_STAGES-1)*DATA_WIDTH+:DATA_WIDTH];
end
endgenerate
endmodule
`timescale 1ns/1ps
  function integer ceil_a_by_b;
    input integer a;
    input integer b;
    integer c;
    begin
      c = a < b ? 1 : a % b == 0 ? a/b : a/b+1;
      ceil_a_by_b = c;
    end
  endfunction
  function integer floor_a_by_b;
    input integer a;
    input integer b;
    integer c;
    begin
      c = a < b ? 0 : a/b;
      floor_a_by_b = c;
    end
  endfunction
module sipo
#(  
    parameter  DATA_IN_WIDTH  = 16,
    parameter  DATA_OUT_WIDTH = 64
)(  
    input  wire                         clk,
    input  wire                         reset,
    input  wire                         enable,
    input  wire [DATA_IN_WIDTH -1 : 0]  data_in,
    output wire                         ready,
    output wire [DATA_OUT_WIDTH -1 : 0] data_out,
    output wire                         out_valid
);
    localparam integer NUM_SHIFTS = DATA_OUT_WIDTH / DATA_IN_WIDTH;
    localparam integer SHIFT_COUNT_WIDTH = (
(NUM_SHIFTS) <= (1<<0) ? 0 : (NUM_SHIFTS) <= (1<<1) ? 1 :
(NUM_SHIFTS) <= (1<<2) ? 2 : (NUM_SHIFTS) <= (1<<3) ? 3 :
(NUM_SHIFTS) <= (1<<4) ? 4 : (NUM_SHIFTS) <= (1<<5) ? 5 :
(NUM_SHIFTS) <= (1<<6) ? 6 : (NUM_SHIFTS) <= (1<<7) ? 7 :
(NUM_SHIFTS) <= (1<<8) ? 8 : (NUM_SHIFTS) <= (1<<9) ? 9 :
(NUM_SHIFTS) <= (1<<10) ? 10 : (NUM_SHIFTS) <= (1<<11) ? 11 :
(NUM_SHIFTS) <= (1<<12) ? 12 : (NUM_SHIFTS) <= (1<<13) ? 13 :
(NUM_SHIFTS) <= (1<<14) ? 14 : (NUM_SHIFTS) <= (1<<15) ? 15 :
(NUM_SHIFTS) <= (1<<16) ? 16 : (NUM_SHIFTS) <= (1<<17) ? 17 :
(NUM_SHIFTS) <= (1<<18) ? 18 : (NUM_SHIFTS) <= (1<<19) ? 19 :
(NUM_SHIFTS) <= (1<<20) ? 20 : (NUM_SHIFTS) <= (1<<21) ? 21 :
(NUM_SHIFTS) <= (1<<22) ? 22 : (NUM_SHIFTS) <= (1<<23) ? 23 :
(NUM_SHIFTS) <= (1<<24) ? 24 : (NUM_SHIFTS) <= (1<<25) ? 25 :
(NUM_SHIFTS) <= (1<<26) ? 26 : (NUM_SHIFTS) <= (1<<27) ? 27 :
(NUM_SHIFTS) <= (1<<28) ? 28 : (NUM_SHIFTS) <= (1<<29) ? 29 :
(NUM_SHIFTS) <= (1<<30) ? 30 : (NUM_SHIFTS) <= (1<<31) ? 31 : 32)+1;
  wire                                        parallel_load;
  wire                                        parallel_load_d;
  reg  [ SHIFT_COUNT_WIDTH    -1 : 0 ]        shift_count;
  reg  [ DATA_OUT_WIDTH       -1 : 0 ]        shift;
    assign parallel_load = shift_count == NUM_SHIFTS;
    assign ready = 1'b1;
    assign out_valid = !parallel_load_d && parallel_load;
    assign data_out = shift;
    always @(posedge clk)
    begin: SHIFTER_COUNT
      if (reset)
        shift_count <= 0;
      else
      begin
        if (enable && !out_valid)
          shift_count <= shift_count + 1;
        else if (enable && out_valid)
          shift_count <= 1;
        else if (out_valid)
          shift_count <= 0;
      end
    end
    always @(posedge clk)
    begin: DATA_SHIFT
      if (reset)
        shift <= 0;
      else if (enable) begin
        if (DATA_OUT_WIDTH == DATA_IN_WIDTH)
          shift <={data_in};
        else
          shift <= {data_in, shift[DATA_OUT_WIDTH-1:DATA_IN_WIDTH]};
      end
    end
    register #(
      .NUM_STAGES               ( 1                        ),
      .DATA_WIDTH               ( 1                        )
    ) push_delay (
      .CLK                      ( clk                      ),
      .RESET                    ( reset                    ),
      .DIN                      ( parallel_load            ),
      .DOUT                     ( parallel_load_d          )
    );
endmodule
module serdes #(
  parameter integer IN_COUNT        = 10,
  parameter integer OUT_COUNT       = 10,
  parameter integer OP_WIDTH        = 16,
  parameter integer IN_WIDTH        = IN_COUNT * OP_WIDTH,
  parameter integer OUT_WIDTH       = OUT_COUNT * OP_WIDTH,
  parameter integer COUNT_W         = (
(IN_COUNT+1) <= (1<<0) ? 0 : (IN_COUNT+1) <= (1<<1) ? 1 :
(IN_COUNT+1) <= (1<<2) ? 2 : (IN_COUNT+1) <= (1<<3) ? 3 :
(IN_COUNT+1) <= (1<<4) ? 4 : (IN_COUNT+1) <= (1<<5) ? 5 :
(IN_COUNT+1) <= (1<<6) ? 6 : (IN_COUNT+1) <= (1<<7) ? 7 :
(IN_COUNT+1) <= (1<<8) ? 8 : (IN_COUNT+1) <= (1<<9) ? 9 :
(IN_COUNT+1) <= (1<<10) ? 10 : (IN_COUNT+1) <= (1<<11) ? 11 :
(IN_COUNT+1) <= (1<<12) ? 12 : (IN_COUNT+1) <= (1<<13) ? 13 :
(IN_COUNT+1) <= (1<<14) ? 14 : (IN_COUNT+1) <= (1<<15) ? 15 :
(IN_COUNT+1) <= (1<<16) ? 16 : (IN_COUNT+1) <= (1<<17) ? 17 :
(IN_COUNT+1) <= (1<<18) ? 18 : (IN_COUNT+1) <= (1<<19) ? 19 :
(IN_COUNT+1) <= (1<<20) ? 20 : (IN_COUNT+1) <= (1<<21) ? 21 :
(IN_COUNT+1) <= (1<<22) ? 22 : (IN_COUNT+1) <= (1<<23) ? 23 :
(IN_COUNT+1) <= (1<<24) ? 24 : (IN_COUNT+1) <= (1<<25) ? 25 :
(IN_COUNT+1) <= (1<<26) ? 26 : (IN_COUNT+1) <= (1<<27) ? 27 :
(IN_COUNT+1) <= (1<<28) ? 28 : (IN_COUNT+1) <= (1<<29) ? 29 :
(IN_COUNT+1) <= (1<<30) ? 30 : (IN_COUNT+1) <= (1<<31) ? 31 : 32)
)
(
  input  wire                                         clk,
  input  wire                                         reset,
  input  wire  [ COUNT_W              -1 : 0 ]        count,
  input  wire                                         s_write_flush,
  input  wire                                         s_write_req,
  output wire                                         s_write_ready,
  input  wire  [ IN_WIDTH             -1 : 0 ]        s_write_data,
  output wire                                         m_write_req,
  input  wire                                         m_write_ready,
  output wire  [ OUT_WIDTH            -1 : 0 ]        m_write_data
);
wire serdes_fifo_push;
wire serdes_fifo_full;
wire [IN_WIDTH-1:0] serdes_fifo_in;
wire serdes_fifo_pop;
wire serdes_fifo_empty;
wire [IN_WIDTH-1:0] serdes_fifo_out;
wire cfg_fifo_push;
wire cfg_fifo_full;
wire [COUNT_W-1:0] cfg_fifo_in;
wire cfg_fifo_pop;
wire cfg_fifo_empty;
wire [COUNT_W-1:0] cfg_fifo_out;
assign serdes_fifo_push = s_write_req;
assign s_write_ready = !serdes_fifo_full;
assign serdes_fifo_in = s_write_data;
assign cfg_fifo_push = s_write_req;
assign cfg_fifo_in = count;
assign serdes_fifo_pop = (state == 0) ? !serdes_fifo_empty : serdes_count == serdes_max;
assign cfg_fifo_pop = serdes_fifo_pop;
reg [1:0] state;
reg [1:0] next_state;
reg flush_sticky;
always @(posedge clk)
  if (reset)
    flush_sticky <= 1'b0;
  else if (s_write_flush)
    flush_sticky <= 1'b1;
  else if (state == 0)
    flush_sticky <= 1'b0;
wire flush;
assign flush = flush_sticky || s_write_flush;
always @(*)
begin
  next_state = state;
  case (state)
    0: begin
      if (!serdes_fifo_empty)
        next_state = 1;
    end
    1:begin
      if ((serdes_count == serdes_max) && serdes_fifo_empty && flush)
        next_state = 2;
      else if ((serdes_count == serdes_max || serdes_max == IN_COUNT) && serdes_fifo_empty)
        next_state = 0;
    end
    2:begin
      if (m_write_req)
        next_state = 0;
    end
  endcase
end
always @(posedge clk)
  if (reset)
    state <= 0;
  else
    state <= next_state;
fifo#(
  .DATA_WIDTH               ( IN_WIDTH                 ),
  .ADDR_WIDTH               ( 3                        )
) data_fifo (
  .clk                      ( clk                      ),   
  .reset                    ( reset                    ),   
  .push                     ( serdes_fifo_push         ),   
  .pop                      ( serdes_fifo_pop          ),   
  .data_in                  ( serdes_fifo_in           ),   
  .data_out                 ( serdes_fifo_out          ),   
  .full                     ( serdes_fifo_full         ),   
  .empty                    ( serdes_fifo_empty        ),   
  .fifo_count               (                          )    
);
fifo#(
  .DATA_WIDTH               ( COUNT_W                  ),
  .ADDR_WIDTH               ( 5                        )
) cfg_fifo (
  .clk                      ( clk                      ),   
  .reset                    ( reset                    ),   
  .push                     ( cfg_fifo_push            ),   
  .pop                      ( cfg_fifo_pop             ),   
  .data_in                  ( cfg_fifo_in              ),   
  .data_out                 ( cfg_fifo_out             ),   
  .full                     ( cfg_fifo_full            ),   
  .empty                    ( cfg_fifo_empty           ),   
  .fifo_count               (                          )    
);
reg [COUNT_W-1:0] shift_count;
always @(posedge clk)
begin
  if (reset)
    shift_count <= IN_COUNT;
  else if (s_write_req)
    shift_count <= count-1;
end
wire [COUNT_W-1:0] serdes_default;
wire [COUNT_W-1:0] serdes_min;
wire [COUNT_W-1:0] serdes_max;
wire [COUNT_W-1:0] serdes_count;
wire serdes_inc;
wire next_ser_data;
wire serdes_clear;
assign serdes_min = 'b0;
assign serdes_default = 'b0;
assign serdes_max = cfg_fifo_out;
assign serdes_inc = (state == 1);
assign serdes_clear = (state == 0);
counter #(
  .COUNT_WIDTH              ( COUNT_W                  )
)
serializer_counter (
  .CLK                      ( clk                      ),   
  .RESET                    ( reset                    ),   
  .CLEAR                    ( serdes_clear             ),   
  .DEFAULT                  ( serdes_default           ),   
  .INC                      ( serdes_inc               ),   
  .DEC                      ( 1'b0                     ),   
  .MIN_COUNT                ( serdes_min               ),   
  .MAX_COUNT                ( serdes_max               ),   
  .OVERFLOW                 ( next_ser_data            ),   
  .UNDERFLOW                (                          ),   
  .COUNT                    ( serdes_count             )    
);
reg [IN_WIDTH-1:0] serializer_data;
reg [OUT_WIDTH-1:0] deserializer_data;
reg serializer_pop;
always @(posedge clk)
  serializer_pop <= (state != 2) && !serdes_fifo_empty && serdes_fifo_pop;
wire serializer_shift = (state == 1) && serdes_count != serdes_max;
always @(posedge clk)
begin
  if (reset)
    serializer_data <= 0;
  else if (serializer_pop)
    serializer_data <= serdes_fifo_out;
  else if (serializer_shift)
    serializer_data <= serializer_data >> OP_WIDTH;
end
wire [OP_WIDTH-1:0] serial_data;
assign serial_data = serializer_data[OP_WIDTH-1:0];
reg serial_data_v;
wire sipo_data_v;
always @(posedge clk)
  serial_data_v <= (serializer_shift) && (serdes_max != IN_COUNT);
assign sipo_data_v = (serial_data_v || (state == 2 && !m_write_req));
reg [COUNT_W-1:0] sipo_count;
always @(posedge clk)
  if (reset)
    sipo_count <= 0;
  else if (m_write_req)
    sipo_count <= 0;
  else if (serial_data_v)
    sipo_count <= sipo_count + 1;
wire [OP_WIDTH-1:0] sipo_data_in;
wire [OUT_WIDTH-1:0] sipo_data_out;
wire sipo_data_out_v;
assign sipo_data_in = serial_data_v ? serial_data : 0;
sipo #(
  .DATA_IN_WIDTH            ( OP_WIDTH                 ),
  .DATA_OUT_WIDTH           ( OUT_WIDTH                )
) sipo_output (
  .clk                      ( clk                      ),
  .reset                    ( reset                    ),
  .enable                   ( sipo_data_v              ),
  .data_in                  ( sipo_data_in             ),
  .ready                    (                          ),
  .data_out                 ( sipo_data_out            ),
  .out_valid                ( sipo_data_out_v          )
);
assign m_write_data = serdes_max == IN_COUNT ? serdes_fifo_out : sipo_data_out;
assign m_write_req = serdes_max == IN_COUNT ? serializer_pop: sipo_data_out_v;
endmodule
```

## flow/run.sh

```bash
#!/bin/bash
# OpenROAD 26Q1-2900-gdf79404cd8, Yosys 0.63+post, stock flow scripts
make -C /OpenROAD-flow-scripts/flow DESIGN_CONFIG=/design/flow/config.mk WORK_HOME=/design/flow/orfs finish
```

## flow/config.mk

```make
export PLATFORM = sky130hd
export DESIGN_NAME = serdes
export DESIGN_NICKNAME = serdes
export VERILOG_FILES = /design/flow/design.v
export SDC_FILE = /design/flow/constraint.sdc
export NUM_CORES = 4
export LEC_CHECK = 1
export CORE_UTILIZATION = 40
```

## flow/constraint.sdc

```tcl
current_design serdes

set clk_period 58.7
set clk_io_pct 0.2

create_clock -name clk0 -period $clk_period [get_ports {clk}]

set non_clock_inputs [all_inputs -no_clocks]
set_input_delay [expr $clk_period * $clk_io_pct] -clock clk0 $non_clock_inputs
set_output_delay [expr $clk_period * $clk_io_pct] -clock clk0 [all_outputs]
```

==> results.cfg <==
; implementation run metrics
[placement]
dpl.hpwl_um = 118000
dp_cells = 6869
io_buffers = 329
placed_cell_area_um2 = 81000
place.gp.congestion = 0.876

[cts]
clk_pin_slew_ns = 0.06
cts_setup_buffers = 0
cts-buffers-inserted = 197
cts.sink_count = 1934
htree_levels = 4
post_cts_resized = 0
worstSkewPairLatency_ns = 0.85
cts_tree = done
clock_path_buffers = 3
hold_buffers = 0
root_buffer = clkbuf_16

[pwr]
power_frac_clock_pct = 32.0
p_sw_mw = 1.10
total_power_mw = 3.88
power_frac_comb_pct = 21.5
seq_power_share_pct = 46.5
switching_share_pct = 28.4
cellLeakagePower_nw = 28.5
ir_drop_mv = 0.0424
intPower_mw = 2.78
power_density_nw_per_um2 = 44.4

[drt]
wire_per_inst_um = 26.5
drtIter0Drc = 2488
vias = 38700
vias_per_cell = 5.34
wl_um = 192000
route.detailed.drc = 0
ant_nets = 0
firstDrtPassIters = 5

[synth]
synth-edff-count = 1572
netlist_area_um2 = 74800
ys_ff = 1934
synth-area-yosys_um2 = 74800
ys.flop_type = edfxtp_1
async_reset_ff_share_pct = 0
synth.top_cell.area_share_pct = 63.1
largest_area_cell = edfxtp_1
ys_top_cells_by_area = edfxtp_1 (63%), mux4_2 (11%), dfxtp_1 (9.7%), mux2_2 (4.9%), nand2_1 (2.3%)
most_common_cell = edfxtp_1
ys_types = 55
ys_cells = 4222
ys_seq_share_pct = 72.8
yosysWarnings = 6
postSynthAreaPerCell_um2 = 17.7
common_cells = edfxtp_1 (1572), nand2_1 (464), dfxtp_1 (362)
syn_inst = 4222

[floorplanning]
die_w_um = 434
core-area_um2 = 186000
die_area_um2 = 189000
row_count = 158
fp-utilization_pct = 40.3
ioPinCount = 331
die_y_um = 434

[timing]
final.setup.tns_ns = 0
worst_slew_pin_slew_ns = 0.988
fin_crit_ns = 15.47
fin_skew_ns = 0.0479
setup_violations = 0
max_freq_ghz = 0.0646
maxSlewHeadroom_pct = 33.5
fin_crit_sh_pct = 26.4
slew_violations = 0
hold_viol_final = 0
rsz0062_at_grt = false

[outcome]
outcome = completed

[global_routing]
antenna_found_initial = 38
grt_pass1_wl_um = 277000
grt_max_degree = 116
track_usage_pct = 22.3
gr-total-overflow = 0
grt_pass1_vias = 40300

[finish]
area_growth_syn_to_layout_pct = 17.1
instances_no_fill = 7245
design_area_um2 = 87500
fillers = 15200
drive_gt1_share_pct = 22.9

[critical_path]
worst-setup-path-type = reg -> out
critPathCaptureType = primary output
crit_arrival_ns = 3.73
required_ns = 46.96
startpoint_type = flop
worst-path-max-fanout = 47

[hold_path]
hp-class = reg -> reg

[flow_run]
warnings = 34
maxCapViolations = 0
[per-stage QoR]
stage,worst slack [ns],hold slack [ns],util [%]
after floorplan,30.70,0.429,-
after global placement,43.47,0.441,43.6
after detailed placement,43.50,0.444,43.6
after CTS,43.13,0.453,47.1
after global routing,43.10,0.470,47.2
final,43.23,0.454,47.2
[logic make-up after synthesis]
| group | count (synthesis) | share of synthesized area [%] |
|---|---|---|
| DFF | 1934 | 72.8 |
| AOI/OAI and AO/OA | 376 | 2.70 |
| muxes | 833 | 17.7 |
| and+or+nand+nor | 774 | 4.71 |
| adders and majority gates | 18 | 0.321 |
| buffers and inverters | 269 | 1.49 |
| xor gates and xnor gates | 18 | 0.211 |
[power by group through the flow]
stage	sequential, mW	clock [mW]	combinational [mW]
CTS	1.80	1.27	0.852
global route	1.82	1.32	0.907
finish	1.80	1.24	0.836
[state kept, by name, indices dropped and copies added, names as in the netlist, 5 cells and up]
| name | count |
|---|---|
| data_fifo.data_out | 160 |
| sipo_output.shift | 160 |
| cfg_fifo.rd_pointer | 5 |
| serializer_data | 160 |
| cfg_fifo.mem | 128 |
| data_fifo.mem | 1280 |
| cfg_fifo.fifo_count | 6 |
| sipo_output.shift_count | 5 |
| cfg_fifo.wr_pointer | 5 |
[final timing paths]
path                                                      endpoint                          startpoint  depth (start not counted)  slack [ns]
worst max-delay path                              m_write_data[92]      cfg_fifo.data_out[2]$_DFFE_PP_                          5       43.23
worst min-delay path            sipo_output.shift[12]$_SDFFE_PP0N_  sipo_output.shift[12]$_SDFFE_PP0N_                          2        0.45
worst max register to register  sipo_output.shift[38]$_SDFFE_PP0N_      cfg_fifo.data_out[2]$_DFFE_PP_                          9       54.74
worst min register to register  sipo_output.shift[12]$_SDFFE_PP0N_  sipo_output.shift[12]$_SDFFE_PP0N_                          2        0.45
[final cells by class]
cell class / count / area [um2] / share of cell area [%]
Antenna cell: 9 / 22.5 / 0.0257
Clock buffer: 274 / 5580 / 6.37
Clock inverter: 93 / 936 / 1.07
Inverter: 15 / 58.8 / 0.0672
Multi-Input combinational cell: 2019 / 19300 / 22.0
Sequential cell: 1934 / 54500 / 62.2
Tap cell: 2480 / 3100 / 3.54
Timing Repair Buffer: 421 / 4080 / 4.66
[placed cells by master, fill, tap and decap left out, drive strengths merged, types with 18 or more instances in the layout]
cell,count
a21oi,175
a22oi,18
and2,146
buf,92
clkbuf,275
clkdlybuf4s50,328
clkinv,70
dfxtp,362
edfxtp,1572
inv,25
mux2,327
mux2i,146
mux4,360
nand2,466
nand3b,19
nor2,83
o21ai,160
[metal layers]
metal  wire length (um)  share of wire, %  vias up  GRT usage (%)
met5                274              0.14        -          0.128
met1              69400                36    19400           30.2
met3              21900                11      347           11.3
li1                   -                 -    17200              -
met2              93000                48     1700           33.2
met4               7500               3.9       42           7.32
[critical path, stage by stage, from the launching register on]
cell and delay [ns]:
edfxtp_1 0.47, nor4bb_4 0.30, buf_4 0.40, buf_4 0.68
mux2_2 0.41, clkdlybuf4s50_1 0.57
