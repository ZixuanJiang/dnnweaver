==> flow/design.v <==
`timescale 1ns/1ps
module PE_buffer 
#(   
    parameter   DATA_WIDTH          = 64,
    parameter   ADDR_WIDTH          = 8,
    parameter   RAM_DEPTH           = (1 << ADDR_WIDTH),
    parameter   TYPE                = "LUT"
)(   
    input  wire                         CLK,
    input  wire                         RESET,
    input  wire                         PUSH,
    input  wire                         POP,
    input  wire                         SAVE_RD_ADDR,
    input  wire                         RESTORE_RD_ADDR,
    input  wire [ DATA_WIDTH -1 : 0 ]   DATA_IN,
    output reg  [ DATA_WIDTH -1 : 0 ]   DATA_OUT,
    output reg                          EMPTY,
    output reg                          FULL,
    output reg  [ ADDR_WIDTH    : 0 ]   FIFO_COUNT
);    
    reg     [ADDR_WIDTH-1:0]        wr_pointer;              
    reg     [ADDR_WIDTH-1:0]        rd_pointer;              
    reg     [ADDR_WIDTH-1:0]        rd_pointer_checkpoint;   
    reg     [ADDR_WIDTH  :0]        fifo_count_checkpoint;   
	(* ram_style = TYPE *)
    reg     [DATA_WIDTH-1:0]        mem[0:RAM_DEPTH-1];      
    always @ (FIFO_COUNT)
    begin : FIFO_STATUS
    	EMPTY   = (FIFO_COUNT == 0);
    	FULL    = (FIFO_COUNT == RAM_DEPTH);
    end
    always @ (posedge CLK)
    begin : FIFO_COUNTER
    	if (RESET)
    		FIFO_COUNT <= 0;
        else if (RESTORE_RD_ADDR)
            FIFO_COUNT <= fifo_count_checkpoint;
    	else if (PUSH && !POP && !FULL)
    		FIFO_COUNT <= FIFO_COUNT + 1;
    	else if (POP && !PUSH && !EMPTY)
    		FIFO_COUNT <= FIFO_COUNT - 1;
    end
    always @ (posedge CLK)
    begin : WRITE_PTR
    	if (RESET) begin
       		wr_pointer <= 0;
    	end 
        else if (PUSH) begin
    		wr_pointer <= wr_pointer + 1;
    	end
    end
    always @ (posedge CLK)
    begin : FIFO_COUNT_CHECKPOINT
        if (RESET) begin
            fifo_count_checkpoint <= 0;
        end else if (SAVE_RD_ADDR && !PUSH) begin
            fifo_count_checkpoint <= FIFO_COUNT;
        end else if (SAVE_RD_ADDR && PUSH) begin
            fifo_count_checkpoint <= FIFO_COUNT+1;
        end else if (PUSH) begin
            fifo_count_checkpoint <= fifo_count_checkpoint+1;
        end
    end
    always @ (posedge CLK)
    begin : SAVE_CHECKPOINT
        if (RESET) begin
            rd_pointer_checkpoint <= 0;
        end else if (SAVE_RD_ADDR) begin
            rd_pointer_checkpoint <= rd_pointer;
        end
    end
    always @ (posedge CLK)
    begin : READ_PTR
    	if (RESET) begin
    		rd_pointer <= 0;
    	end
        else if (POP && !RESTORE_RD_ADDR && !EMPTY) begin
    		rd_pointer <= rd_pointer + 1;
    	end
        else if (RESTORE_RD_ADDR) begin
            rd_pointer <= rd_pointer_checkpoint;
        end
    end
    always @ (posedge CLK)
    begin : WRITE
        if (PUSH && !FULL) begin
    		mem[wr_pointer] <= DATA_IN;
        end
    end
    always @ (posedge CLK)
    begin : READ
        if (RESET) begin
	    	DATA_OUT <= 0;
        end
        if (POP && !EMPTY) begin
    		DATA_OUT <= mem[rd_pointer];
        end
        else begin
    		DATA_OUT <= DATA_OUT;
        end
    end
endmodule
==> flow/run.sh <==
#!/bin/bash
# OpenROAD 26Q1-2900-gdf79404cd8, Yosys 0.63+post, stock flow scripts
make -C /OpenROAD-flow-scripts/flow DESIGN_CONFIG=/design/flow/config.mk WORK_HOME=/design/flow/orfs finish
==> flow/config.mk <==
export PLATFORM = sky130hd
export DESIGN_NAME = PE_buffer
export DESIGN_NICKNAME = PE_buffer
export VERILOG_FILES = /design/flow/design.v
export SDC_FILE = /design/flow/constraint.sdc
export NUM_CORES = 4
export LEC_CHECK = 1
export CORE_UTILIZATION = 30
export SYNTH_MEMORY_MAX_BITS = 65536
==> flow/constraint.sdc <==
current_design PE_buffer

set clk_period 5844.3
set clk_io_pct 0.2

create_clock -name clk0 -period $clk_period [get_ports {CLK}]

set non_clock_inputs [all_inputs -no_clocks]
set_input_delay [expr $clk_period * $clk_io_pct] -clock clk0 $non_clock_inputs
set_output_delay [expr $clk_period * $clk_io_pct] -clock clk0 [all_outputs]
==> impl_metrics.toml <==
# yosys + openroad results
[synthesis]
syn_area_um2 = 629500
yosys_cells = 28170
yosysWarnings = 1
synthArstFlopShare_pct = 0
seq_area_frac_synth_pct = 78.60
synth.largest_area_cell = "edfxtp_1"
synthFlopType = "edfxtp_1"
syn_avg_cell_area_um2 = 22.35
edf_count = 16450
topCellsByArea = "edfxtp_1 78%, mux4_2 12%, mux2i_1 2.9%, a21oi_1 0.57%, a22oi_1 0.55%"
synth_flops = 16490
yosysChipArea_um2 = 629500
synth_cell_types = 84
synth_cells = 28170
top_cell_area_share_pct = 78.46

[power]
power.leakage_uw = 0.2181
ir_worst_vdd_mv = 0.0003361
internal-power_uw = 192.4
p_per_area_nw_per_um2 = 0.3392
switchingPower_uw = 55.59
combPwrFrac_pct = 5.4
clockPowerShare_pct = 42.1
switching_share_pct = 22.40
seqPwrFrac_pct = 52.6

[final_timing]
clock.fmax_mhz = 0.8527
fin_crit_sh_pct = 20.07
tns_ns = 0
skew_ns = 0.2283
slew_headroom_pct = -1.341
final-max-slew-violation-count = 2
hold_viol = 0
worst_slew_pin_slew_ns = 1.517
rsz0062_at_grt = "no"
setup_viol = 0
fin_crit_ns = 1172.68
setup_ws_ns = 4671.62

[clocking]
cts_tree = "built"
cts_hold_buffers = 0
h-tree-depth = 7
postCtsSetupBuffers = 0
clock-root-buffer = "clkbuf_16"
cts_buffers = 1654
clk_pin_slew_ns = 0.06
clock_sinks = 16490
clk_path_buf_depth = 6
clock_latency_ns = 1.73
cts_resized = 0

[drt]
drt_wl_total_um = 2250000
ant_nets = 0
viasPerCell = 5.329
wl_per_cell_um = 37.31
drt_iter0_drc = 24790
vias = 321400
dr.pass1.iters = 6
drc_errors = 0

[worst_setup_path]
critPathMaxFanout = 25
r2r_slack_ns = 5834.31
cp-end-kind = "flop"
cp-start-kind = "primary input"
startpoint = "PUSH"
r2r-start = "rd_pointer[1]$_SDFFE_PP0P_"
arrival_ns = 1173.86
required_ns = 5845.48
cp-endpoint = "mem[67][12]$_DFFE_PP_"
r2r_end = "DATA_OUT[50]$_DFFE_PP_"
critPathKind = "primary input to flop"
reg2reg_depth = 16

[cells_and_area]
fillers = 188200
lay_top_cells = "16,450 x edfxtp_1, 3,379 x mux4_2, 2,096 x buf_4, 1,802 x mux2i_1, 1,662 x clkbuf_16"
register_area_um2 = 494800
utilization_pct = 34.99
final_cells = 60310
final_common_cell = "edfxtp_1"
drive_above_1_share_pct = 26.87
area.combinational_um2 = 128700
syn_to_final_growth_pct = 16.24

[global_route]
grt.overflow.total = 0
grt_use_total_pct = 22.68
grt_pass1_vias = 349400
antenna_found_initial = 257
grt_pass1_wl_um = 2998000
grt_max_degree = 109

[place]
preCtsSetupSlack_ns = 4670.27
dpl.cell_count = 56500
routabilityCongestion = 0.9686
dpl.hpwl_um = 1436000
io_buffers = 144

[die]
fp_util_pct = 30.10
coreArea_um2 = 2091000
rows = 531
ios = 145
die.size.y_um = 1451
die_x_um = 1451
die_area_um2 = 2104000

[flow_run]
log.warning_count = 42
maxCapViolations = 1

[status]
status = "finished with violations"
violations = "capacitance limit, slew limit"

[min_path]
holdCritPathClass = "flop to flop"
[worst min path at each step]
stage / startpoint / end / slack, ns / cells past startpoint
4_1_cts: rd_pointer_checkpoint[6]$_SDFFE_PP0P_ / rd_pointer[6]$_SDFFE_PP0P_ / 0.46 / 2
5_1_grt: fifo_count_checkpoint[0]$_SDFFE_PP0P_ / FIFO_COUNT[0]$_SDFFE_PP0P_ / 0.49 / 2
6_report: rd_pointer_checkpoint[6]$_SDFFE_PP0P_ / rd_pointer[6]$_SDFFE_PP0P_ / 0.46 / 2
[cells by family (layout without fill, tap and decap cells)]
logic type	count (synthesis)	in the layout	share of synthesized area [%]
compound gates	3264	3264	3.695
buf+inv	1708	5342	1.538
fa+ha+maj	8	8	0.01590
mux	5280	5280	15.14
simple gates	1396	1396	0.9807
xor+xnor	24	24	0.03339
other cells	0	785	0
flops	16490	16490	78.60
[synthesized netlist by cell type (230+ instances only)]
master	count
a22oi_1	459
o221ai_1	385
a21oi_1	715
nand2_1	551
mux4_2	3379
buf_2	494
clkbuf_1	630
nor2_1	402
a221oi_1	347
edfxtp_1	16450
a211oi_1	230
mux2i_1	1802
o21ai_0	291
[worst max-delay path: stages]
cell and delay (ns):
buf_2 0.41, o41a_1 0.26, buf_4 0.35, and2_1 0.55
nand2_2 0.52, buf_4 0.46, buf_4 0.35, nor2_4 0.78
buf_4 0.57, buf_4 0.54
[through the flow]
| stage | total power, uW | hold WS (ns) | cell area [um^2] |
|---|---|---|---|
| 2_1_floorplan | 138.0 | 0.4312 | 629500 |
| 3_3_place_gp | 145.6 | 0.4745 | 677000 |
| 3_5_place_dp | 145.7 | 0.4586 | 677000 |
| 4_1_cts | 248.5 | 0.4648 | 729800 |
| 5_1_grt | 253.6 | 0.4916 | 731200 |
| 6_report | 248.2 | 0.4625 | 731700 |
[area by class of cell]
type | count | area share (%)
Tap cell | 27720 | 4.739
Antenna cell | 785 | 0.2685
Clock inverter | 1006 | 1.349
Clock buffer | 2016 | 5.868
Multi-Input combinational cell | 9972 | 17.60
Inverter | 24 | 0.01949
Sequential cell | 16490 | 67.62
Timing Repair Buffer | 2296 | 2.542
[flip-flops by register name, indices dropped and copies added, names as in the netlist]
| name | flops |
|---|---|
| rd_pointer | 8 |
| wr_pointer | 8 |
| FIFO_COUNT | 9 |
| rd_pointer_checkpoint | 8 |
| mem | 16384 |
| DATA_OUT | 64 |
| fifo_count_checkpoint | 9 |
[power groups by stage]
stage	registers (uW)	logic (uW)	clock network, uW
CTS	130	12.8	105
global route	130	13.7	110
finish	130	13.3	104
[routing by layer]
metal	share of wire, %	vias up	GRT usage, %
met2	42	29630	30.03
met3	25	4965	26.01
met4	7.0	497	12.42
met5	1.2	-	11.45
met1	25	160200	18.14
li1	-	126100	-
Power is estimated from default activity; no workload was simulated.
